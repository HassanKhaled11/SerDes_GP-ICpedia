==> flow/design.v <==
module Clock_Div #(parameter WIDTH = 8)
				(
					input Ref_Clk,
					input rst,
					input [WIDTH-1:0] div_ratio,
					output reg divided_clk
				);
wire [WIDTH-2:0] half ;
reg  [WIDTH-2:0] count;
always @(posedge Ref_Clk or negedge rst) begin
	if(!rst) begin
		divided_clk <= 1'b1;
		count <= 'b1; 
	end
	else if(count == half) begin 
		divided_clk <= ~divided_clk;
		count <= 'b1;
	end else begin
		count <= count + 1'b1;
	end
end
assign half = (div_ratio >> 1);
endmodule 
==> flow/run.sh <==
#!/bin/bash
# OpenROAD 26Q1-2900-gdf79404cd8, Yosys 0.63+post, stock flow scripts
make -C /OpenROAD-flow-scripts/flow DESIGN_CONFIG=/design/flow/config.mk WORK_HOME=/design/flow/orfs finish
==> flow/config.mk <==
export PLATFORM = sky130hd
export DESIGN_NAME = Clock_Div
export DESIGN_NICKNAME = Clock_Div
export VERILOG_FILES = /design/flow/design.v
export SDC_FILE = /design/flow/constraint.sdc
export NUM_CORES = 4
export LEC_CHECK = 1
export CORE_AREA = 10 10 70 70
export DIE_AREA = 0 0 80 80
==> flow/constraint.sdc <==
current_design Clock_Div

set clk_period 2.1
set clk_io_pct 0.2

create_clock -name clk0 -period $clk_period [get_ports {Ref_Clk}]

set non_clock_inputs [all_inputs -no_clocks]
set_input_delay [expr $clk_period * $clk_io_pct] -clock clk0 $non_clock_inputs
set_output_delay [expr $clk_period * $clk_io_pct] -clock clk0 [all_outputs]
==> run summary <==
fresh numbers from the pnr run: Core ar. 3420 µm², Die ar. 6400 µm², ys flops 8, crit-path cells clkdlybuf4s50_1, crit path DRT 1.68 ns, Clock Sinks 8, Final HPWL DP about 710 µm, Syn-to-layout area delta 43.9%, total power 754 µW, Floorplan Utilization 12.1%, PwrDens 1270 nW/µm², Worst R2R Setup Slack 0.72 ns, Post-Syn Area 413 µm², Root Buffer clkbuf_4, DR iter-0 viols 25, Syn Area/Cell around 11 µm², XORs/XNORs by Area roughly 28%, antenna violations before repair 0, clock network fraction of total power 16.5%, Worst Path Arrival ~1.3 ns, CP peak stage delay 0.53 ns, final slew viol count 0, max_slew headroom 76.5%, Core Rows 21, Final min period 1.67 ns, TritonCTS clock tree done, first-pass GRT wire length 1500 µm, Adder Share, Synth 3.03%, Setup TNS Final 0 ns, placer congestion estimate around 0.76, post-synthesis cell count 36, Top cell excl fill/tap clkdlybuf4s50_1, die width around 80 µm, critical path's top delay family flip-flops, Tool Warnings 26, Startpoint Class flip-flop, RSZ-0062 raised after global routing false, cts hold-fix bufs 0, cts repair resizes 0, top sig layer met4, Final setup violation count 0, critical path endpoint divided_clk, CP max-delay cell dfstp_2, Simple-Gate Area Share 20.3%, cell internal pwr between 400 and 500 µW, port buffer count 9, Unique masters post-synth 13, DR pass1 iterations 3, gr usage total 2.98%, share of cells above drive strength 1 14.0%, worst flop-to-flop path startpoint count[3], global route overflow 0, Crit Path Class flip-flop to output port, final-report hold violation count 0, worst-path maximum fanout 2, Tightest Hold Check Type input pin to async pin, DR WL/cell 9.20 µm, worst skew pair latency 0.26 ns, Clock Tree Buf Depth 2, met2 wire length 382 µm, worst slew pin tran 0.351 ns, io pins 11, Worst Setup SP divided_clk, Mux area share 0%, via count 305, Complex Gates by Area 0%, pin count of the biggest net entering global routing 9, yosys stat chip area 413 µm², CP bufs+invs 1, vias in the first global route 332, cell count in the Yosys report 36, M1 WL 402 µm, Num CTS Buffers 3, die height approximately 80 µm, Setup Buffers After CTS 0, switching power 269 µW, CTS clk-pin slew, worst paths 0.06 ns, Leak 0.000227 µW, status finished clean, Top cells excl fill/tap clkdlybuf4s50_1 (9), xnor2_1 (7), xor2_1 (6), nor2_1 (6), dfrtp_1 (6), final antenna-violating net count 0, dominant kind of combinational cell XOR/XNOR gates, VDD IR max 248 µV, Max-Cap Viols 0, Reg2Reg Depth 5, met3 WL post-DR 89 µm, clk_skew 0.0110 ns, post-layout period usage 79.6%, Antenna diodes 0, H-tree level count 1, sequential cell area fraction in the yosys report around half, Gate power share 39.0%, Max Freq roughly 0.60 GHz, FF-to-FF End count[0], DRT Wirelength 883 µm, Critical Path End Type output port, Synthesis Warnings 1, Sw Ratio 35.7%, critical path depth 1, routed vias/inst 3.18, DR DRC count 0, part of the power in registers 44.4%
[power by group through the flow]
| stage | sequential, µW | combinational (µW) | clock, µW |
|---|---|---|---|
| 6_report | 335 | 294 | 125 |
| 4_1_cts | 334 | 301 | 131 |
| 5_1_grt | 348 | 332 | 142 |
[layer usage]
metal	global-route usage [%]	vias up
met5	0	-
met4	0.352	0
met3	2.16	2
met2	4.33	8
met1	3.58	149
li1	-	146
[area by class of cell]
cell class / count / area (µm²)
Clock buffer: 4 / 26.3
Fill cell: 392 / 2820
Multi-Input combinational cell: 28 / 210
Sequential cell: 8 / 203
Tap cell: 46 / 57.6
Timing Repair Buffer: 10 / 97.6
[registers in the layout (all words and copies together) (netlist names)]
signal,cells
divided_clk,1
count,7
[synthesized netlist by cell type]
cell type / number / share of area (%)
nand4_1: 1 / 1.5
and3_1: 1 / 1.5
nand2_1: 1 / 0.91
nand3_1: 2 / 2.4
dfrtp_1: 6 / 36
nor2_1: 6 / 5.5
xor2_1: 6 / 13
ha_1: 1 / 3.0
nor4_4: 1 / 5.2
and2b_1: 1 / 1.8
dfstp_2: 2 / 13
xnor2_1: 7 / 15
nand2b_1: 1 / 1.5
[logic make-up after synthesis]
group	after synthesis
xor gates and xnor gates	13
adders and majority gates	1
DFF	8
and+or+nand+nor	14
[how the worst min path moves through the flow]
stage / from / endpoint / slack, ns
finish: rst / count[3] / 0.43
global route: rst / count[3] / 0.45
CTS: rst / count[4] / 0.44
[stage by stage]
stage	util (%)	hold slack [ns]	setup WS, ns	instance area [µm²]	cells
after floorplan	-	0.124	0.763	413	36
after global placement	16.6	0.470	0.288	568	92
after detailed placement	16.6	0.472	0.271	568	92
after CTS	17.4	0.443	0.394	594	96
after global routing	17.4	0.446	0.378	594	96
final	17.4	0.434	0.428	594	96
Power is estimated from default activity; no workload was simulated.
