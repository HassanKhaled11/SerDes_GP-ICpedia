--- config.mk ---
export PLATFORM = sky130hd
export DESIGN_NAME = PMA_TX
export DESIGN_NICKNAME = PMA_TX
export VERILOG_FILES = /design/flow/design.v
export SDC_FILE = /design/flow/constraint.sdc
export NUM_CORES = 4
export LEC_CHECK = 1
export CORE_AREA = 10 10 82 82
export DIE_AREA = 0 0 92 92
--- constraint.sdc ---
current_design PMA_TX

set clk_period 4.1
set clk_io_pct 0.2

create_clock -name clk0 -period $clk_period [get_ports {Bit_Rate_Clk}]
create_clock -name clk1 -period $clk_period [get_ports {Bit_Rate_Clk_10}]

set non_clock_inputs [all_inputs -no_clocks]
set_input_delay [expr $clk_period * $clk_io_pct] -clock clk0 $non_clock_inputs
set_output_delay [expr $clk_period * $clk_io_pct] -clock clk0 [all_outputs]
--- design.v ---
module PMA_TX #(
    parameter DATA_WIDTH = 'd10
) (
    input                         Bit_Rate_Clk_10,
    input                         Bit_Rate_Clk,
    input                         Rst_n,
    input      [DATA_WIDTH - 1:0] Data_in,
    input                         MAC_Data_En,
    output reg                    TX_Out_P,
    output                        TX_Out_N
);
  reg [DATA_WIDTH - 1 : 0] Temp_Reg;
  reg [DATA_WIDTH - 1 : 0] Temp_Reg2;
  reg [             3 : 0] Counter;
  reg                      flag;
  assign TX_Out_N = ~TX_Out_P;
  always @(posedge Bit_Rate_Clk_10 or negedge Rst_n) begin
    if (!Rst_n) begin
      Temp_Reg <= 0;
      flag     <= 0;
    end else if (MAC_Data_En && Counter != 10) begin
      Temp_Reg <= Data_in;
      flag     <= 1;
    end else begin
      Temp_Reg <= Data_in;
      flag     <= 0;
    end
  end
  always @(posedge Bit_Rate_Clk or negedge Rst_n) begin
    if (!Rst_n) begin
      Temp_Reg2 <= 0;
    end else if (Counter == 0) begin
      Temp_Reg2 <= Temp_Reg;
    end else Temp_Reg2 <= Temp_Reg2 >> 1;
  end
  always @(posedge Bit_Rate_Clk or negedge Rst_n) begin
    if (!Rst_n) begin
      TX_Out_P <= 0;
    end else begin
      TX_Out_P <= Temp_Reg2[0];
    end
  end
  always @(posedge Bit_Rate_Clk or negedge Rst_n) begin
    if (~Rst_n) begin
      Counter <= 0;
    end else if (Counter != 9 && flag) begin
      Counter <= Counter + 1;
    end else Counter <= 0;
  end
endmodule
--- run.sh ---
#!/bin/bash
# OpenROAD 26Q1-2900-gdf79404cd8, Yosys 0.63+post, stock flow scripts
make -C /OpenROAD-flow-scripts/flow DESIGN_CONFIG=/design/flow/config.mk WORK_HOME=/design/flow/orfs finish
==> reports/results.txt <==
Dominant cells by area after synthesis: sky130_fd_sc_hd__dfrtp_1 67%, sky130_fd_sc_hd__mux2_4 14%, sky130_fd_sc_hd__ha_1 5.2%, sky130_fd_sc_hd__and3_1 1.9%, sky130_fd_sc_hd__a21boi_0 1.6%
Antenna diode instance count: 0
Cell total in the yosys stat output: 59
Yosys-reported design area after synthesis: 965 sq um
Count of routing violations after the opening detailed-route iteration: 26
Core outline area: 5070 sq um
Area of the mapped netlist: 965 sq um
Number of failing setup endpoints in the final timing report: 0
Critical path's largest stage delay: 0.45 ns
Antenna violations before repair: 0
RD Place Congestion: 0.691
Die Width: 92 um
Count of warnings emitted by yosys: 1
Area delta synth->final: 33.5%
Count of maximum capacitance violations: 0
Floorplan utilization: 19.0%
Ratio of cells with drive above 1 in the final layout: 23.2%
Number of nets with antenna violations after detailed routing: 0
Data required time at the worst endpoint: 3.28 ns
Post-CTS Hold Fix Bufs: 0
Number of iterations in the first detailed-routing pass: 3
Post-synthesis average cell area: 16.4 sq um
Post-Syn Instances: 59
Synth cell types: 15
Wirelength per Cell: 9.29 um
Met1 demand-to-capacity share in global routing: 4.22%
Rel. slew slack: 78.6%
Total of fill cells in the finished design: 537
HPWL after detailed placement: 1.06 mm
Total number of clock tree sinks: 26
Overall via count from detail_route: 487
Endpoint arrival time on the critical path: 1.11 ns
Cell area reported after detailed placement: 1200 sq um
Tally of OpenROAD warnings: 29
Via density per instance: 3.20
Peak fanout along the critical path: 2
Die Y-Extent: 92 um
CTS clk-pin slew, worst paths: 0.06 ns
CP cell instances: inv_1, clkdlybuf4s50_1
Post-CTS Resized: 0
Hold/Removal Path Class: register to register
Transition time at the pin with the least slew margin: 0.321 ns
Total gr overflow: 0
Via count of the first global-routing pass: 587
Most area-hungry cell type in the Yosys netlist: sky130_fd_sc_hd__dfrtp_1
Overall track demand over capacity in global routing: 3.72%
TritonCTS clock tree: built
Placement row count: 26
Setup Slack @ Placement: 2.42 ns
Met3 Use GR: 3.38%
Outcome: finished clean
Ports: 16
Pin count of the biggest net entering global routing: 27
Global route hottest layer: met2
Met2 Resource Use GR: 5.41%
Number of non-filler instances in the completed layout: 152
Number of synthesized register bits: 26
Top-area cell type share of the netlist area: 67.4%
Setup TNS: 0 ns
Cell count after placement: 144
Kind of start point of the critical path: register
Critical Setup Path Class: register to primary output
Final count of pins violating max slew: 0
Sequential fraction of the synthesis area: 67.4%
Power per cell area: 456 nW/um^2
Count of endpoints failing hold in the final timing report: 0
Post-layout worst setup margin: 2.17 ns
Slowest stage cell on the critical path: sky130_fd_sc_hd__clkdlybuf4s50_1
Number of buffers inserted by port buffering: 14
Setup repair after global routing missed its margin: false
Leakage power of the design: 0.583 nW
CP Capture Type: primary output
Final wirelength: 1.41 mm
Number of remaining DRC errors: 0
Number of buffers added for setup after CTS: 0
Chip area: 8460 sq um
Post-route clock skew: 0.00354 ns
Final cell area excluding filler cells: 1290 sq um
Wire length of the first global-routing pass: 2.49 mm
Worst IR drop on VDD: 0.291 mV
-- per-layer routing --
layer  vias to the layer above  wire length, um
met5                         -                0
met4                         0                0
met3                         0              167
met2                        15              638
met1                       235              607
li1                        237                -
-- per-stage QoR --
| step | total power [mW] | hold slack, ns | utilization [%] |
|---|---|---|---|
| after floorplan | 0.341 | 0.331 | - |
| after global placement | 0.371 | 0.340 | 23.6 |
| after detailed placement | 0.373 | 0.340 | 23.6 |
| after CTS | 0.598 | 0.353 | 25.4 |
| after global routing | 0.620 | 0.369 | 25.4 |
| final | 0.587 | 0.351 | 25.4 |
-- registers in the layout, indices dropped and copies added, names as in the netlist --
| signal | cells |
|---|---|
| flag | 1 |
| Counter | 4 |
| TX_Out_P | 1 |
| Temp_Reg | 10 |
| Temp_Reg2 | 10 |
-- kinds of logic after synthesis --
logic type                 share of synthesized area [%]
adders and majority gates                           5.19
muxes                                               14.0
DFF                                                 67.4
AOI/OAI and AO/OA                                   2.46
and+or+nand+nor                                     8.56
buffers and inverters                               2.33
-- final timing paths --
kind | startpoint | to | slack [ns] | cells past startpoint
setup reg to reg | Counter[0]$_DFF_PN0_ | Temp_Reg2[2]$_DFF_PN0_ | 2.61 | 5
hold reg to reg | Temp_Reg2[0]$_DFF_PN0_ | TX_Out_P$_DFF_PN0_ | 0.35 | 0
setup / recovery | TX_Out_P$_DFF_PN0_ | TX_Out_N | 2.17 | 2
max in group clk1 | MAC_Data_En | flag$_DFF_PN0_ | 2.83 | 2
hold / removal | Temp_Reg2[0]$_DFF_PN0_ | TX_Out_P$_DFF_PN0_ | 0.35 | 0
min in group asynchronous | Rst_n | Counter[0]$_DFF_PN0_ | 0.95 | 2
max in group asynchronous | Rst_n | Temp_Reg[6]$_DFF_PN0_ | 2.89 | 2
min in group clk1 | Counter[1]$_DFF_PN0_ | flag$_DFF_PN0_ | 0.67 | 2
-- layout make-up --
class / instances / area (sq um) / area share, %
Sequential cell: 26 / 651 / 50.5
Clock buffer: 7 / 86.3 / 6.71
Clock inverter: 1 / 5.00 / 0.389
Multi-Input combinational cell: 29 / 292 / 22.6
Inverter: 3 / 11.3 / 0.875
Tap cell: 70 / 87.6 / 6.80
Timing Repair Buffer: 16 / 155 / 12.1
-- synth_stat cells --
| cell type | number |
|---|---|
| sky130_fd_sc_hd__dfrtp_1 | 26 |
| sky130_fd_sc_hd__mux2_4 | 9 |
| sky130_fd_sc_hd__ha_1 | 4 |
| sky130_fd_sc_hd__and3_1 | 3 |
| sky130_fd_sc_hd__inv_1 | 3 |
| sky130_fd_sc_hd__nand2_1 | 3 |
| sky130_fd_sc_hd__a21boi_0 | 2 |
| sky130_fd_sc_hd__nor2b_1 | 2 |
| sky130_fd_sc_hd__and2_1 | 1 |
| sky130_fd_sc_hd__buf_6 | 1 |
| sky130_fd_sc_hd__nand2b_1 | 1 |
| sky130_fd_sc_hd__nand3b_1 | 1 |
| sky130_fd_sc_hd__nor3b_1 | 1 |
| sky130_fd_sc_hd__nor3b_2 | 1 |
| sky130_fd_sc_hd__o31a_1 | 1 |
-- critical path, delay by kind of cell (launching register included) --
family,cells,cell delay [ns]
buffers and inverters,2,0.50
flip-flops,1,0.37
-- cells in the final DEF (no fill, tap or decap), drive strengths merged, types with 2 or more instances in the layout --
cell type	instances
ha	4
and3	3
a21boi	2
mux2	9
inv	3
buf	2
nor2b	2
dfrtp	26
clkdlybuf4s50	14
clkbuf	7
nor3b	2
nand2	3
-- report_power, final --
part / switching (mW) / internal, mW / leakage, nW
Combinational: 0.0223 / 0.0505 / 0.222
Clock: 0.0845 / 0.135 / 0.0482
Sequential: 0.0105 / 0.284 / 0.312
Power figures rest on the tool's default switching activity, not on a simulated workload.
