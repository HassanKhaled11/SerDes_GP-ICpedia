## design.v

```verilog
module GasKet_RX (
    input             clk_to_get,
    input             PCLK,
    input             Rst_n,
    input             Rx_Datak,
    input      [ 5:0] width,
    input      [ 7:0] Data_in,
    output reg [31:0] Data_out
);
  reg [31:0] data_out;
  reg [1:0] count;
  reg [3:0] flag;
  reg [31:0]temp_reg;
  always @(posedge clk_to_get or negedge Rst_n) begin
    if (!Rst_n) begin
      count <= 3'b01;
    end 
	else if((width == 6'd8 && count == 2'b00) || (width == 6'd16 && count == 2'b01) || (width == 6'd32 && count == 2'b11) || Rx_Datak) begin
      count <= 2'b00;
    end else begin
      count <= count + 1'b1;
    end
  end
  always @(posedge clk_to_get or negedge Rst_n) begin
    if (!Rst_n) begin
      data_out <= 32'b0;
    end else begin
      case (count)
        2'b00: begin 
          data_out[7 :0] <= Data_in;
          if(Data_in == 8'h7c && Rx_Datak) flag[0] <= 0 ;
          else flag[0] <= 1 ; 
        end
        2'b01:begin 
          data_out[15:8] <= Data_in;
          if(Data_in == 8'h7c && Rx_Datak) flag[1] <= 0 ;
          else flag[1] <= 1 ;
        end   
        2'b10:begin
          data_out[23:16] <= Data_in; 
          if(Data_in == 8'h7c && Rx_Datak) flag[2] <= 0 ;
          else flag[2] <= 1 ;           
        end
        2'b11:begin 
          data_out[31:24] <= Data_in;
          if(Data_in == 8'h7c && Rx_Datak) flag[3] <= 0 ;
          else flag[3] <= 1 ;            
        end
      endcase
    end
  end
 always @(posedge clk_to_get or negedge Rst_n) begin
   if(~Rst_n) begin
    temp_reg <= 0;
   end
   else if(width == 6'd8 && flag[0]) begin
    temp_reg <= {24'b0,data_out[7:0]};
   end
  else if (width == 6'd16 && (&flag[1:0])) begin
    temp_reg <= {24'b0,data_out[15:0]};
   end
  else if(width == 6'd32 && &flag) begin
    temp_reg <= data_out;
   end
   else 
    temp_reg <= 0;
 end
  always @(posedge PCLK or negedge Rst_n) begin
    if (!Rst_n) Data_out <= 32'b0;
    else begin
      Data_out <= temp_reg;
    end 
  end
endmodule
```

## run.sh

```bash
#!/bin/bash
# OpenROAD 26Q1-2900-gdf79404cd8, Yosys 0.63+post, stock flow scripts
make -C /OpenROAD-flow-scripts/flow DESIGN_CONFIG=/design/flow/config.mk WORK_HOME=/design/flow/orfs finish
```

## config.mk

```make
export PLATFORM = sky130hd
export DESIGN_NAME = GasKet_RX
export DESIGN_NICKNAME = GasKet_RX
export VERILOG_FILES = /design/flow/design.v
export SDC_FILE = /design/flow/constraint.sdc
export NUM_CORES = 4
export LEC_CHECK = 1
export CORE_UTILIZATION = 50
```

## constraint.sdc

```tcl
current_design GasKet_RX

set clk_period 1.0
set clk_io_pct 0.2

create_clock -name clk0 -period $clk_period [get_ports {PCLK}]
create_clock -name clk1 -period $clk_period [get_ports {clk_to_get}]

set non_clock_inputs [all_inputs -no_clocks]
set_input_delay [expr $clk_period * $clk_io_pct] -clock clk0 $non_clock_inputs
set_output_delay [expr $clk_period * $clk_io_pct] -clock clk0 [all_outputs]
```

==> flow_summary.toml <==
# generated from flow reports
[power]
clkPwrFrac = 0.347
p_int_mw = 6.72
p_switching_mw = 1.87
seqPwrFrac = 0.553
leakage_nw = 2.20
peakVddDrop_v = 0.00127
cellPowerDensity_nw_per_um2 = 1920
p_comb_frac = 0.100
power_switching_share = 0.218

[synthesis]
edf_count = 4
ys.flops = 102
synth_cells = 200
ys_cells = 200
ys_types = 26
ys_seq_share = 0.756
top_cell = "dfrtp_1"
yosys_area_sq_um = 3400
largest_area_cell = "dfrtp_1"
syn_area_sq_um = 3400
synthTopCellsByArea = "dfrtp_1, mux2_2, and2_1, edfxtp_1, a21boi_0"
yosys_warnings = 1
synthTopCellsByCount = "dfrtp_1, mux2_2, and2_1, a21boi_0"
top_cell_area_share = 0.713
async_reset_ff_frac = 0.961
synth_area_per_cell_sq_um = 17.0
synth-main-ff-cell = "dfrtp_1"

[flow_run]
warning_count = 33
drv_cap = 0

[sta]
rsz0062_at_grt = "true"
setup_viol = 74
worst_slack_ns = -0.386
tightest_slew_ns = 0.466
final.setup_skew_ns = 0.00493
drv_slew = 0
hold_viol = 29
hold_slack_ns = -0.0109
slew_headroom = 0.689

[worst_setup_path]
cp_data_required_time_ns = 1.22
crit_path_end_kind = "register"
crit_path_start_kind = "register"
critPathMaxFanout = 5
critPathKind = "reg2reg"
cp.arrival_ns = 1.61

[placed_design]
globalplace.congestion = 0.840
port_buffers = 48
dp.cells = 344
detailedPlace.worstSlack_ns = -0.874
hpwl_microns = 3810

[min_path]
hold_class = "in2async"

[finish]
regArea_sq_um = 2570
n_fill_cell = 452
areaGrowthSynthToFinish_pct = 31.4
mi_logic_area_sq_um = 931
layout-drive-gt1-share = 0.519
layout.cells.non_filler = 372

[floorplanning]
ios = 50
die_y_microns = 84.5
coreArea_sq_um = 6460
num_rows = 29
chipWidth_microns = 84.5
fp-utilization = 0.527
chipArea_sq_um = 7140

[global_routing]
antenna_found_initial = 0
gr-total-overflow = 0
grt_pass1_vias = 1963
grtUsageTotal = 0.191
grt_max_degree = 97
grt_first_pass_wirelength_microns = 9830

[clock_network]
cts_tree = "done"
clock-sinks = 102
path_clk_slew_ns = 0.07

[outcome]
run_status = "finished, violations left"
violations = "hold timing, setup timing"

[route]
drtAntennaViolNets = 0
diodes = 0
wl_microns = 5880
drt-initial-drc-count = 84
viasPerCell = 5.09
dr_total_vias = 1895
routedWlPerCell_microns = 15.8
route.detailed.drc = 0
dr.pass1.iters = 20
[cell families (layout without fill, tap and decap cells)]
kind of cell               Yosys count  in the layout  share of synthesized area
AOI/OAI and AO/OA                   11             11                     0.0254
adders and majority gates            4              4                     0.0147
buffers and inverters                7            102                    0.00993
DFF                                102            102                      0.756
muxes                               32             32                      0.106
and+or+nand+nor                     44             44                     0.0879
[path summary, 6_finish.rpt]
check                      depth (start not counted)          from            to  slack, ns
setup / recovery                                   5      count[0]      count[1]      -0.39
hold / removal                                     2         Rst_n  temp_reg[12]      -0.01
setup reg to reg                                   5      count[0]      count[1]      -0.39
hold reg to reg                                    0  temp_reg[28]  Data_out[28]       0.41
max in group clk0                                  1   Data_out[6]   Data_out[6]       0.06
max in group asynchronous                          2         Rst_n      count[0]       0.48
min in group clk1                                  4      width[0]   temp_reg[0]       0.20
min in group clk0                                  0  temp_reg[28]  Data_out[28]       0.41
[cell usage in the layout, fill, tap and decap left out, types with 2 or more instances in the layout]
cell             instances
buf_2                   30
dlygate4sd2_1            2
and2_1                  13
and2_4                  15
clkbuf_1                 3
buf_6                    5
clkbuf_2                 5
buf_12                   3
mux2_2                  32
nand3b_1                 2
nand4b_1                 2
buf_4                   21
clkdlybuf4s50_1          9
ha_2                     2
clkbuf_8                18
a21boi_1                 2
dfrtp_1                 97
a21boi_2                 6
ha_4                     2
edfxtp_1                 4
[area by class of cell]
type                            count  area share
Clock inverter                      1     0.00112
Tap cell                           77      0.0215
Timing Repair Buffer               78       0.134
Multi-Input combinational cell     91       0.208
Inverter                            2     0.00168
Clock buffer                       21      0.0579
Sequential cell                   102       0.576
[worst max-delay path, stage by stage (launching register included)]
cell	delay (ns)
dfstp_2	0.58
ha_2	0.19
buf_4	0.14
nand3b_1	0.11
a21oi_2	0.19
nor4b_2	0.07
[stage by stage]
step	power (mW)	area [sq um]	hold slack [ns]	utilization	TNS [ns]
after floorplan	5.24	3450	-0.0956	-	-18.73
after global placement	5.55	4170	0.0262	0.645	-40.08
after detailed placement	5.60	4170	0.0291	0.645	-41.69
after CTS	8.64	4410	0.00683	0.683	-18.63
after global routing	9.00	4470	0.0184	0.692	-24.36
final	8.59	4470	-0.0109	0.692	-20.48
[power groups by stage]
stage	clock network [mW]	registers, mW	logic [mW]
final	2.98	4.75	0.855
after global routing	3.27	4.80	0.931
after CTS	3.06	4.73	0.847
[repair_timing]
item                                   4_1_cts  5_1_grt
pin swaps                                    9       17
endpoints found under the hold margin        2        0
gates resized                              127       26
setup endpoints to repair                  106       79
gates cloned                                 0        1
buffers inserted                             2        2
hold buffers                                 1        0
[layer usage]
metal / vias up / routed length (microns) / track usage
met4: 0 / 115 / 0.0447
met3: 10 / 298 / 0.0408
met5: - / 0 / 0
met1: 973 / 2660 / 0.323
met2: 53 / 2810 / 0.282
li1: 859 / - / -
Power and IR drop assume default switching activity.
